[./design.v]
module Register(
    clk,
	rst_n,
    read_reg_1,
    read_reg_2,
    write_reg,
    write_data,
    RegWrite,
    read_data_1,
    read_data_2
);
input  clk;
input  rst_n;
input  RegWrite;
input  [4:0] read_reg_1;
input  [4:0] read_reg_2;
input  [4:0] write_reg;
input  [31:0] write_data;
output [31:0] read_data_1;
output [31:0] read_data_2;
reg  [31:0]      reg_file [0:31];
reg  [31:0] next_reg_file [0:31];
assign read_data_1 = reg_file[read_reg_1];
assign read_data_2 = reg_file[read_reg_2];
integer k;
always@(*) begin
    for (k=0; k < 32; k=k+1)
        next_reg_file[k] = reg_file[k];
    if (RegWrite)
        next_reg_file[write_reg] = write_data;
end
always@(posedge clk) begin
    if (~rst_n) begin
        for (k=0; k < 32; k=k+1)
            reg_file[k] <= 32'b0;
    end
    else begin
        for (k=0; k < 32; k=k+1)
            reg_file[k] <= next_reg_file[k];
    end
end
endmodule
module Control(
    opcode,
    funct,
    RegDst,
    Jump,
    Branch,
    NEqual,
    MemRead,
    MemtoReg,
    ALUOp,
    MemWrite,
    ALUSrc,
    RegWrite,
    Jal,
    Jr
);
input  [5:0] opcode;
input  [5:0] funct;
output RegDst;
output Jump;
output Branch;
output NEqual;
output MemRead;
output MemtoReg;
output MemWrite;
output ALUSrc;
output RegWrite;
output Jal;
output Jr;
output [1:0] ALUOp;
wire   isRtype  = ~(opcode[3] | opcode[2] | opcode[1] | opcode[0]);
assign RegDst   = ~(opcode[5] | opcode[3]);
assign Jump     = ~opcode[5] &  opcode[1];
assign Branch   =  opcode[2];
assign NEqual   =  opcode[0];
assign MemRead  =  opcode[5] & ~opcode[3];
assign MemtoReg =  opcode[5] & ~opcode[3];
assign MemWrite =  opcode[5] &  opcode[3];
assign ALUSrc   =  opcode[3] |  opcode[1];
assign RegWrite = (opcode[5] ^  opcode[3]) | ( isRtype & (funct[5] | ~funct[3]) ) | Jal;
assign Jal      = ~opcode[5] &  opcode[1] & opcode[0];
assign Jr       =  isRtype & ~funct [5] & funct [3];
assign ALUOp    = (opcode[5] | opcode[3] )? 2'b00 :
                   opcode[2]? 2'b01 : 2'b10;
endmodule
module ALU_control(
    funct,
    ALUOp,
    ALUCtrl
);
input  [5:0] funct;
input  [1:0] ALUOp;
output [3:0] ALUCtrl;
assign ALUCtrl[3] = 1'b0;
assign ALUCtrl[2] = ( ~ALUOp[1] & ALUOp[0] ) | ( ALUOp[1] & ~ALUOp[0] & ( ~funct[5] | funct[1] ) );
assign ALUCtrl[1] = ~ALUOp[1] | ( funct[5] & ~funct[2] );
assign ALUCtrl[0] = ALUOp[1] & ( ( funct[3] & funct[1] ) | ( funct[2] & funct[0] ) | ( ~funct[5] & funct[1] ) );
endmodule
module ALU(
    in0,
    in1,
    ALUCtrl,
    shamt,
    Zero,
    ALUResult
);
input  [31:0] in0;
input  [31:0] in1;
input  [3:0]  ALUCtrl;
input  [4:0]  shamt;
output Zero;
output [31:0] ALUResult;
wire [31:0] add_or_sub = ALUCtrl[2] ? in0 - in1 : in0 + in1;
assign ALUResult = ALUCtrl[2:1] == 2'b00 ? ( ALUCtrl[0]? in0 | in1 : in0 & in1 ) :
                   ALUCtrl[2:1] == 2'b10 ? ( ALUCtrl[0]? in1 >> shamt : in1 << shamt ) :
                   ALUCtrl[1:0] == 2'b10 ? add_or_sub :
                   ALUCtrl[1:0] == 2'b11 ? { 31'b0, (in0[31] ^ in1[31])? in0[31] : add_or_sub[31] } :
                   32'b0;
assign Zero = ( ALUResult == 32'b0 );
endmodule
module SingleCycleMIPS( 
    clk,
    rst_n,
    IR_addr,
    IR,
    ReadDataMem,
    CEN,
    WEN,
    A,
    Data2Mem,
    OEN
);
input         clk, rst_n;
input  [31:0] IR;
output [31:0] IR_addr;
input  [31:0] ReadDataMem;  
output        CEN;  
output        WEN;  
output [6:0]  A;  
output [31:0] Data2Mem;  
output        OEN;  
reg  [31:0] pc;
wire [31:0] next_pc;
wire [5:0] opcode = IR[31:26];
wire [4:0] rs     = IR[25:21];
wire [4:0] rt     = IR[20:16];
wire [4:0] rd     = IR[15:11];
wire [4:0] shamt  = IR[10: 6];
wire [5:0] funct  = IR[ 5: 0];
wire [31:0] extimm = { {16{IR[15]}}, IR[15: 0] };
wire [25:0] addr   = IR[25: 0];
wire RegDst, Branch, NEqual, MemRead, MemtoReg, MemWrite, ALUSrc, RegWrite, Jump, Jal, Jr;
wire [1:0] ALUOp;
wire [3:0] ALUCtrl;
wire        Zero;
wire [31:0] reg_data_1;
wire [31:0] reg_data_2;
wire [31:0] ALU_result;
wire [31:0] added_addr  = pc + 32'd4;
wire [31:0] branch_addr = added_addr + (extimm << 2);
wire [31:0] jump_addr   = { added_addr[31:28], IR[25:0], 2'b00 };
wire [ 4:0] write_reg = Jal? 5'd31: (RegDst? rd : rt);
wire [31:0] ALUInput  = ALUSrc? extimm : reg_data_2;
wire [31:0] DatatoReg = Jal? added_addr : (MemtoReg? ReadDataMem : ALU_result);
wire [31:0] branched  = (Branch & (NEqual ^ Zero))? branch_addr : added_addr;
wire [31:0] jumped    = Jump? jump_addr : branched;
assign CEN = WEN & OEN;
assign WEN = ~MemWrite;
assign OEN = ~MemRead;
assign A   = ALU_result[8:2];
assign Data2Mem = reg_data_2;
assign next_pc  = Jr? reg_data_1 : jumped;
assign IR_addr  = pc;
always@(posedge clk) begin
	if (~rst_n) pc <= 32'b0;
	else 		pc <= next_pc;
end
Register mips_reg(
   .clk(clk),
   .rst_n(rst_n),
   .read_reg_1(rs),
   .read_reg_2(rt),
   .write_reg(write_reg),
   .write_data(DatatoReg),
   .RegWrite(RegWrite),
   .read_data_1(reg_data_1),
   .read_data_2(reg_data_2)
);
Control ctrl(
    .opcode(opcode),
    .funct(funct),
    .RegDst(RegDst),
    .Jump(Jump),
    .Branch(Branch),
    .NEqual(NEqual),
    .MemRead(MemRead),
    .MemtoReg(MemtoReg),
    .ALUOp(ALUOp),
    .MemWrite(MemWrite),
    .ALUSrc(ALUSrc),
    .RegWrite(RegWrite),
    .Jal(Jal),
    .Jr(Jr)
);
ALU_control alu_ctrl(
    .funct(funct),
    .ALUOp(ALUOp),
    .ALUCtrl(ALUCtrl)
);
ALU alu(
    .in0(reg_data_1),
    .in1(ALUInput),
    .ALUCtrl(ALUCtrl),
    .shamt(shamt),
    .Zero(Zero),
    .ALUResult(ALU_result)
);
endmodule
[./run.sh]
#!/bin/bash
# OpenROAD 26Q1-2900-gdf79404cd8, Yosys 0.63+post, stock flow scripts
make -C /OpenROAD-flow-scripts/flow DESIGN_CONFIG=/design/flow/config.mk WORK_HOME=/design/flow/orfs finish
[./config.mk]
export PLATFORM = sky130hd
export DESIGN_NAME = SingleCycleMIPS
export DESIGN_NICKNAME = SingleCycleMIPS
export VERILOG_FILES = /design/flow/design.v
export SDC_FILE = /design/flow/constraint.sdc
export NUM_CORES = 4
export LEC_CHECK = 1
export CORE_UTILIZATION = 30
[./constraint.sdc]
current_design SingleCycleMIPS

set clk_period 30.1
set clk_io_pct 0.2

create_clock -name clk0 -period $clk_period [get_ports {clk}]

set non_clock_inputs [all_inputs -no_clocks]
set_input_delay [expr $clk_period * $clk_io_pct] -clock clk0 $non_clock_inputs
set_output_delay [expr $clk_period * $clk_io_pct] -clock clk0 [all_outputs]
==> changes_impl.md <==
### Metrics

* CTS Root Cell: sky130_fd_sc_hd__clkbuf_16
* Final std cell area, no fill at around 0.074 sq mm
* Num ports at 140
* Buffer depth of the longest clock path at 3
* RD Place Congestion at approximately 1.1
* Number of vias after detailed routing at around 75000
* Synth top area share at between 30% and 40%
* Worst Path Class, Setup: primary input to output pin
* Number of enable flip-flop cells at 0
* Total of cells resized after clock tree synthesis at 0
* Number of nets with antenna violations after detailed routing at 0
* Crit start category: primary input
* Number of input and output port buffers inserted at roughly 140
* Pin count of the biggest net entering global routing at ~180
* Layout overhead on the synthesized area at 15.8%
* HP Class: flop to flop
* Post-synthesis register bit count at 1056
* Starting Density at 30.2%
* Sum Neg Setup Slack at 0 ns
* Number of levels the H-tree was split into at 3
* Type of destination of the critical path: output pin
* Max Clk Rate at approximately 0.047 GHz
* Leak Pwr at between 0.03 and 0.04 uW
* Final tally of hold violations at 0
* Mapped cell area at 0.0641 sq mm
* Overall routing resource usage at 40.6%
* CP Data Required Time at roughly 24 ns
* Post-DP HPWL at about 290 mm
* Async set-reset flop share out of synthesis at 0%
* Global-route wire length before repair at 588 mm
* Comb pwr share at 23.0%
* Crit path DAT at between 15 and 20 ns
* Clock share of power at a little under 40%
* Area leader, netlist: sky130_fd_sc_hd__dfxtp_1
* Number of cell rows at 169
* CTS clk-pin slew, worst paths at 0.06 ns
* Register share of total power at between 30% and 40%
* Hold bufs inserted after CTS at 0
* Routed WL per cell at 40.2 microns
* Sequential-to-total area share from yosys stat at 33.0%
* Post-route DRC violation count at 0
* Wire length after detailed routing at 441 mm
* Largest clock skew in the final design at approximately 0.12 ns
* Area inside the core boundary at between 0.2 and 0.25 sq mm
* Gr ovfl total at 0
* Setup crit end: A[4]
* Switch Pwr at approximately 1400 uW
* Initial antenna violation count at approximately 63
* Insertion delay to the later sink of the worst-skew pair at 0.84 ns
* Worst hold path cell count at 2
* Number of sinks handled by clock tree synthesis at 1056
* Post-synthesis cell count at roughly 8100
* Fin crit period at about 21 ns
* Net Sw Frac at 35.4%
* Mean instance size in the synthesized netlist at around 8 sq um
* Chip area in the Yosys report at ~0.064 sq mm
* Number of buffers inserted during clock tree synthesis at about 120
* Most used DFF post-synth: sky130_fd_sc_hd__dfxtp_1
* Period utilization at between 70% and 80%
* Status: complete, no violations
* First-pass iteration count of the detailed router at 29
* Full die area at 0.215 sq mm
* Power density cells at 53.2 mW/mm^2
* TritonCTS clock tree: built
* Power Internal at around 2500 uW
* R2R Path End: pc[20]
* Via count of the first global-routing pass at 68000
* Launch point of the critical path: IR[18]
* Vertical extent of the die at 464 microns
* Largest fanout on the critical path at 18
* Worst hold slack across all endpoints at between 0.4 and 0.5 ns
* Max transition margin at between 4 and 5%
* Filler cell count in the final layout at between 20000 and 25000
* Slew @ Worst Pin at around 1.4 ns
* Setup repair after global routing missed its margin: false
* Slack of the worst reg-to-reg path at 20.22 ns
* Starting DRT DRC Count at about 12000
* Number of cells in the yosys synthesis report at just over 8000
* Unique masters post-synth at approximately 120
* Detailed-route vias per instance at approximately 6.8
* Register-to-Register Path Depth at 27
* Area post-placement at around 0.07 sq mm
* Worst reg2reg startpoint: mips_reg.reg_file[27][11]
* Total of warnings raised by yosys at 4
* Max rail drop VDD at 0.0000516 V
* Most area-consuming cells after synthesis: sky130_fd_sc_hd__dfxtp_1 (33%), sky130_fd_sc_hd__o211a_1 (11%), sky130_fd_sc_hd__nand2_1 (9.4%)
* Tally of OpenROAD warnings at ~42
* Proportion of layout cells with a drive suffix above 1 at 11.3%
* Number of max-capacitance violations reported at 0
* Count of endpoints failing setup in the final report at 0
* Post-CTS setup repair buffer count at 0
* Final slew viol count at 0
* Die width at approximately 460 microns
==> per-layer routing <==
layer  wire length, microns  vias up  GRT usage, %
met2                 169000     6776          53.4
met1                 157000    35900          49.3
met4                  40300       59          27.7
met3                  73400     2219          23.3
met5                    785        -          2.79
li1                       -    29900             -
==> final cells by class <==
class / count / area, sq um / share of cell area, %
clock inverter: 52 / 582 / 0.784
clock buffer: 165 / 3410 / 4.60
inverter: 61 / 229 / 0.309
multi-input combinational: 6160 / 40400 / 54.5
timing repair buffer: 585 / 4760 / 6.41
antenna: 52 / 130 / 0.175
sequential: 1056 / 21100 / 28.5
tap: 2821 / 3530 / 4.76
==> logic make-up after synthesis <==
family | count (synthesis) | synth area share (%)
AOI/OAI and AO/OA | 2622 | 32.8
xor gates and xnor gates | 103 | 1.41
adders and majority gates | 98 | 1.83
buffers and inverters | 871 | 5.31
DFF | 1056 | 33.0
muxes | 69 | 1.40
and+or+nand+nor | 3268 | 24.2
==> synthesized netlist by cell type, drive strengths merged, types with 23 or more instances <==
library cell / n
nand2: 1610
dfxtp: 1056
clkbuf: 717
o211a: 708
a22oi: 557
and3: 465
nor2: 400
o21ai: 278
a21oi: 200
a21boi: 175
and2: 152
a2111oi: 132
nand3: 132
buf: 93
nor3: 93
nand4: 87
ha: 69
nor4: 68
a221oi: 67
xnor2: 62
inv: 60
a211oi: 56
o211ai: 53
nor3b: 46
xor2: 41
mux2i: 39
nand2b: 39
a31oi: 33
and4: 33
o21a: 32
a22o: 31
a21o: 29
nor2b: 28
maj3: 27
o22ai: 26
or3: 26
o31ai: 23
==> power groups by stage <==
stage	combinational, uW	clock, uW	sequential (uW)
final	908	1520	1510
after global routing	912	1570	1520
after CTS	856	1520	1510
==> worst min path at each step <==
stage	from	endpoint
4_1_cts	mips_reg.reg_file[0][29]	mips_reg.reg_file[0][29]
5_1_grt	mips_reg.reg_file[11][29]	mips_reg.reg_file[11][29]
6_report	mips_reg.reg_file[0][29]	mips_reg.reg_file[0][29]
==> critical path, cell delays in order <==
cell	delay (ns)
sky130_fd_sc_hd__buf_2	0.07
sky130_fd_sc_hd__buf_4	0.48
sky130_fd_sc_hd__nand3_1	1.21
sky130_fd_sc_hd__nor2_2	1.26
sky130_fd_sc_hd__buf_4	0.50
sky130_fd_sc_hd__a2111oi_0	0.16
sky130_fd_sc_hd__and4_1	0.27
sky130_fd_sc_hd__a211oi_1	0.23
sky130_fd_sc_hd__buf_4	0.31
sky130_fd_sc_hd__or2_2	0.24
sky130_fd_sc_hd__inv_1	0.08
sky130_fd_sc_hd__ha_1	0.26
sky130_fd_sc_hd__nand2_1	0.06
sky130_fd_sc_hd__a21boi_0	0.34
sky130_fd_sc_hd__inv_1	0.12
sky130_fd_sc_hd__fa_1	0.45
sky130_fd_sc_hd__nor2b_1	0.19
sky130_fd_sc_hd__o2111ai_1	0.39
sky130_fd_sc_hd__nand2_1	0.25
sky130_fd_sc_hd__xor2_1	0.40
sky130_fd_sc_hd__nand2_1	0.10
sky130_fd_sc_hd__nor3b_1	0.15
sky130_fd_sc_hd__o211a_1	0.21
sky130_fd_sc_hd__o21ai_0	0.66
sky130_fd_sc_hd__clkdlybuf4s50_1	0.59
==> registers in the layout, summed over array words and instances, names as in the netlist <==
| signal | cells |
|---|---|
| mips_reg.reg_file | 1024 |
| pc | 32 |
==> layout by cell type, fill, tap and decap left out, types with 132 or more instances in the layout <==
cell / instances
sky130_fd_sc_hd__a21boi_0: 173
sky130_fd_sc_hd__o211a_1: 708
sky130_fd_sc_hd__and2_1: 151
sky130_fd_sc_hd__and3_1: 462
sky130_fd_sc_hd__a22oi_1: 555
sky130_fd_sc_hd__nor2_1: 326
sky130_fd_sc_hd__buf_4: 443
sky130_fd_sc_hd__nand3_1: 132
sky130_fd_sc_hd__nand2_1: 1607
sky130_fd_sc_hd__o21ai_0: 247
sky130_fd_sc_hd__dfxtp_1: 1056
sky130_fd_sc_hd__a21oi_1: 170
==> stage by stage <==
stage / worst slack [ns] / instances / utilization, % / total power [uW]
after floorplan: 13.47 / 8087 / - / 1950
after global placement: 9.64 / 10700 / 33.0 / 2390
after detailed placement: 9.70 / 10700 / 33.0 / 2390
after CTS: 9.69 / 10900 / 34.9 / 3880
after global routing: 9.27 / 10900 / 34.9 / 4000
final: 8.98 / 11000 / 35.0 / 3940
No activity file was given, so power comes from the tool's default toggle rates.
